==> design/flow/design.v <==
`timescale 1ns / 1ps
module adder (
    input  [15:0]  a,
    input  [15:0]  b,
    output [15:0] out
);    
    assign out = a + b;
endmodule
==> design/flow/run.sh <==
#!/bin/bash
# OpenROAD 26Q1-2900-gdf79404cd8, Yosys 0.63+post, stock flow scripts
make -C /OpenROAD-flow-scripts/flow DESIGN_CONFIG=/design/flow/config.mk WORK_HOME=/design/flow/orfs finish
==> design/flow/config.mk <==
export PLATFORM = sky130hd
export DESIGN_NAME = adder
export DESIGN_NICKNAME = adder
export VERILOG_FILES = /design/flow/design.v
export SDC_FILE = /design/flow/constraint.sdc
export NUM_CORES = 4
export LEC_CHECK = 1
export CORE_AREA = 10 10 70 70
export DIE_AREA = 0 0 80 80
==> design/flow/constraint.sdc <==
current_design adder

set clk_period 7.9
set clk_io_pct 0.2

create_clock -name clk0 -period $clk_period

set non_clock_inputs [all_inputs -no_clocks]
set_input_delay [expr $clk_period * $clk_io_pct] -clock clk0 $non_clock_inputs
set_output_delay [expr $clk_period * $clk_io_pct] -clock clk0 [all_outputs]
==> impl_metrics.ini <==
; synthesis and place-and-route metrics
[finish]
logic_area_um2 = 713.2
nFillCells = 356
flops = 0
drive_gt1_share_pct = 2.740
area_growth_pct = 74.27
postLayoutCoreUtil_pct = 36.96
flop_area_um2 = 0
nClkBuffers = 0

[worst_hold_path]
holdPathStages = 3
hold_class = primary input to output pin
hold_start = b[0]
min_delay_worst_endpoint = out[0]

[worst_setup_path]
cp-end-kind = output pin
cp_max_fo = 3
cp-start-kind = primary input
required_ns = 6.32
cp_top_family = buffers and inverters
slowest_delay_ns = 0.49
crit_arrival_ns = 4.24
crit_buf_inv = 2
slowest_stage = clkdlybuf4s50_1
crit_path_frequent_cell = clkdlybuf4s50_1
worstSetupPathType = primary input to output pin
crit_chain = clkdlybuf4s50_1, ha_1, fa_1, a21o_2, a311oi_2, nor3_1, o41ai_2, xnor2_1, clkdlybuf4s50_1

[global_routing]
antenna_found_initial = 0
grt_pass1_vias = 933
grt_max_degree = 7
grt_util_all_layers_pct = 7.539
grt_pass1_wl_um = 4140
gr-total-overflow = 0

[placement]
hpwl_um = 2211
portBuffers = 48
pre_cts_ws_ns = 2.054
gp_congestion = 0.8503

[power]
leakage_uw = 0.0005007
peakVddDrop_mv = 0.02234
power_uw = 106.2
power.density_nw_per_um2 = 84.14

[synth]
synthDistinctLibCells = 27
top_area_share_pct = 25.91
yosys_warnings = 0
syn_area_um2 = 724.4
syn_inst = 98
yosys-stat-cells = 98
avgSynthCellArea_um2 = 7.392
most_common_cell = a21oi_1
yosysSeqAreaShare_pct = 0
yosysTopAreaCell = ha_1
topCellsByArea = ha_1 (26%), xnor2_1 (12%), a21oi_1 (12%)
ys_area_um2 = 724.4
ys_top_cells_by_count = a21oi_1 (17), ha_1 (15), xnor2_1 (10), nand2_1 (9), o21ai_0 (8)

[route]
routed_wirelength_um = 2406
firstDrtPassIters = 6
insertedDiodeCount = 0
wl_per_cell_um = 12.53
ant_nets = 0
via_per_inst = 4.599
drcViolationCount = 0
vias = 883
drt_iter0_markers = 30

[final_timing]
hold_viol_final = 0
fin_crit_sh_pct = 73.66
slew_violations = 0
setup_tns_ns = 0
setup_violations = 0
max_freq_ghz = 0.1718
slew_headroom_pct = 71.71
rsz0062_at_grt = false
worstMarginPinSlew_ns = 0.4199
min_period_ns = 5.819
setup_ws_ns = 2.081

[die]
num_rows = 21
core_um2 = 3416
die_width_um = 80
chip_area_um2 = 6400
die_h_um = 80
io_pins = 48
initCoreUtil_pct = 21.21

[run]
log.warning_count = 32
drv_cap = 0

[outcome]
status = complete, no violations

[cts]
post-cts-setup-buffers = 0
cts-resized-gates = 0
cts_hold_buffers = 0
[report_power, final]
group          internal [uW]  switching (uW)  total [uW]  leakage [uW]
Combinational           67.5            38.8         106      0.000501
Clock                      0               0           0             0
Sequential                 0               0           0             0
[kinds of logic (layout without fill, tap and decap cells)]
logic type               count (synthesis)  after routing  share of synthesized area (%)
AND-OR/OR-AND                           40             40                          35.23
XOR/XNOR                                15             15                          18.13
adder cells (fa/ha/maj)                 16             16                          28.67
buffers and inverters                    3             51                          1.554
multiplexers                             1              1                          1.382
AND/OR/NAND/NOR                         23             23                          15.03
[worst max-delay path by stage]
stage         start      end  slack [ns]  depth (start not counted)
CTS            a[0]  out[14]        2.05                          9
global route   a[0]  out[10]        1.89                          9
finish         a[0]  out[12]        2.08                          9
[area by class of cell]
type               count  share of cell area (%)
repair buffers        48                   38.06
well taps             46                   4.559
multi-input cells     95                   56.49
inverters              3                  0.8920
[cell usage in the layout, fill, tap and decap left out]
| master | Yosys | layout |
|---|---|---|
| a31oi_1 | 1 | 1 |
| o211ai_1 | 3 | 3 |
| o41ai_2 | 1 | 1 |
| mux2i_1 | 1 | 1 |
| a311oi_2 | 1 | 1 |
| inv_1 | 3 | 3 |
| nor2_1 | 2 | 2 |
| or2_2 | 1 | 1 |
| a21oi_1 | 17 | 17 |
| o21bai_1 | 2 | 2 |
| ha_1 | 15 | 15 |
| o22ai_1 | 1 | 1 |
| fa_1 | 1 | 1 |
| nor3_1 | 3 | 3 |
| nor2b_1 | 2 | 2 |
| a211oi_1 | 1 | 1 |
| nor3b_1 | 1 | 1 |
| a21o_1 | 2 | 2 |
| nand3_1 | 4 | 4 |
| and3_1 | 1 | 1 |
| a21o_2 | 1 | 1 |
| nand2_1 | 9 | 9 |
| xor2_1 | 5 | 5 |
| a211o_1 | 1 | 1 |
| o21ai_0 | 8 | 8 |
| clkdlybuf4s50_1 | 0 | 48 |
| xnor2_1 | 10 | 10 |
| a311oi_1 | 1 | 1 |
[metrics by stage]
| step | cells | instance area, um2 | hold slack (ns) |
|---|---|---|---|
| after floorplan | 98 | 724.4 | 3.232 |
| after global placement | 192 | 1262 | 4.199 |
| after detailed placement | 192 | 1262 | 4.194 |
| after CTS | 192 | 1262 | 4.198 |
| after global routing | 192 | 1262 | 4.246 |
| final | 192 | 1262 | 4.188 |
[metal layers]
metal	part of all wire [%]	GRT usage, %
met1	48	10.53
met2	45	12.36
met3	7.6	1.477
met4	0	0
met5	0	0
Power figures rest on the tool's default switching activity, not on a simulated workload.
