==> flow/design.v <==
module cubic_root (
    input clk,
    input rst,
    input start,
    input [15:0] x_bi,
    output wire [1:0] busy,
    output wire [7:0] m_temp,
    output reg [7:0] i,
    output reg [15:0] out,
    output reg [15:0] res
);
localparam IDLE = 2'h0;
localparam WORK = 2'h1;
localparam WORK_IN_WORK = 2'h2;
localparam WAIT_MULT = 2'h3;
reg [1:0]   state;
reg [7:0]   m;
reg [15:0]  x_b;
reg [15:0]  a;
reg [15:0]  b;
wire [1:0] multi_busy;
wire [15:0] mult_out_res;
reg start_mult;
assign busy = state;
assign m_temp = m;
mult b_square_calc( 
    .clk(clk), 
    .reset(rst), 
    .start(start_mult), 
    .a_bi(a), 
    .b_bi(b), 
    .busy_o(multi_busy), 
    .y_bo(mult_out_res)
);
always @(posedge clk)
    if (rst) begin
        m <= 1;
        res <= 1;
        state <= IDLE;
        out <= 0;
        start_mult <= 1'b0;
    end else begin
        case (state)
            IDLE:
                begin
                start_mult <= 1'b0;
                if (start) begin
                    state <= WORK;
                    x_b <= x_bi;
                    m <= 1;
                    res <= 1;
                end
                end
            WORK:
                if (res > x_b) 
                begin
                    state <= IDLE;
                    out <= m - 2;
                end 
                else if (res == x_b)
                begin
                    state <= IDLE;
                    out <= m - 1;
                end
                else begin
                    state <= WORK_IN_WORK;
                    res <= m;
                    i <= 1;
                end
            WORK_IN_WORK:
                begin
                    if (i == 3) begin
                        m <= m + 1;
                        state <= WORK; 
                    end else begin
                        state <= WAIT_MULT;
                        start_mult <= 1'b1;
                        a <= m;
                        b <= res;
                        i <= i + 1;
                    end 
                end
            WAIT_MULT:
            begin
                start_mult <= 1'b0;
               if (!multi_busy) begin
                    state <= WORK_IN_WORK;               
                    res <= mult_out_res;
                end
            end
        endcase
    end
endmodule
module mult (
    input               clk,
    input               reset,
    input [15:0]         a_bi,
    input [15:0]         b_bi,
    input               start,
    output [1:0]        busy_o,
    output reg  [15:0]  y_bo
);
    localparam IDLE = 2'b0;
    localparam WORK = 2'b1;    
    reg  [2:0]  ctr;
    wire [2:0]  end_step;
    wire [15:0]  part_sum;
    wire [15:0] shifted_part_sum;
    reg  [15:0]  a, b;
    reg  [15:0] part_res;
    reg         state;
    assign part_sum = a & {8{b [ ctr ] } };
    assign shifted_part_sum = part_sum << ctr;
    assign end_step = ( ctr == 3 'h7 );
    assign busy_o = state;
    always @(posedge clk )
        if ( reset ) begin
            ctr <= 0;
            part_res <= 0;
            y_bo <= 0;
            state <= IDLE;
        end else begin
            case ( state )
                IDLE: begin
                    if ( start ) begin
                        state <= WORK;
                        a <= a_bi;
                        b <= b_bi;
                        ctr <= 0;
                        part_res <= 0;
                    end
                end
                WORK:
                    begin
                        if ( end_step ) begin
                            state <= IDLE;
                            y_bo <= part_res;
                        end
                        part_res <= part_res + shifted_part_sum;
                        ctr <= ctr + 1;
                    end
            endcase
        end
endmodule
==> flow/run.sh <==
#!/bin/bash
# OpenROAD 26Q1-2900-gdf79404cd8, Yosys 0.63+post, stock flow scripts
make -C /OpenROAD-flow-scripts/flow DESIGN_CONFIG=/design/flow/config.mk WORK_HOME=/design/flow/orfs finish
==> flow/config.mk <==
export PLATFORM = sky130hd
export DESIGN_NAME = cubic_root
export DESIGN_NICKNAME = cubic_root
export VERILOG_FILES = /design/flow/design.v
export SDC_FILE = /design/flow/constraint.sdc
export NUM_CORES = 4
export LEC_CHECK = 1
export CORE_UTILIZATION = 40
==> flow/constraint.sdc <==
current_design cubic_root

set clk_period 9.4
set clk_io_pct 0.2

create_clock -name clk0 -period $clk_period [get_ports {clk}]

set non_clock_inputs [all_inputs -no_clocks]
set_input_delay [expr $clk_period * $clk_io_pct] -clock clk0 $non_clock_inputs
set_output_delay [expr $clk_period * $clk_io_pct] -clock clk0 [all_outputs]
==> flow_metrics.env <==
# source this file to load flow results
export IMPL_irDropWorstVdd_uv=135
export IMPL_cts_root_buf="clkbuf_16"
export IMPL_crit_path_end="b_square_calc.part_res[11]$_SDFFE_PP0P_"
export IMPL_max_slew_margin_rel_pct=45.5
export IMPL_tritoncts="done"
export IMPL_clkSinkCount=128
export IMPL_crit_arrival_ns=3.92
export IMPL_reg2reg_slack_ns=5.78
export IMPL_design_core_area_mm2=0.0161
export IMPL_drv_cap=0
export IMPL_setup_viol=0
export IMPL_r2r_start="b_square_calc.ctr[0]$_SDFFE_PP0P_"
export IMPL_antenna_found_initial=0
export IMPL_grt_pass1_vias=4944
export IMPL_crit_required_ns=9.70
export IMPL_core_util_floorplan_pct=41.4
export IMPL_crit_fanout=18
export IMPL_fmaxAchievable_mhz=276
export IMPL_post_cts_buffers=0
export IMPL_ctsLongestPathBuffers=2
export IMPL_yosysCellCount=695
export IMPL_pin_count=69
export IMPL_num_vias=5290
export IMPL_yosysChipArea_mm2=0.00665
export IMPL_tightestPinTransition_ns=0.810
export IMPL_synth_area_mm2=0.00665
export IMPL_cpMaxStageDelayCell="dfxtp_1"
export IMPL_clock_latency_late_pin_ns=0.41
export IMPL_antenna_cells=0
export IMPL_skew_ns=0.00733
export IMPL_drt_pre_antenna_iters=9
export IMPL_yosysSeqAreaShare_pct=47.0
export IMPL_post_drt_wl_per_cell_um=15.9
export IMPL_htree_levels=4
export IMPL_hpwl_um=11000
export IMPL_grt_max_degree=69
export IMPL_drc_errors=0
export IMPL_edf_count=56
export IMPL_drt_iter0_markers=362
export IMPL_placement_io_buffers=68
export IMPL_fin_crit_sh_pct=38.6
export IMPL_clk_pin_slew_worst_paths_ns=0.06
export IMPL_start_kind="flip-flop"
export IMPL_holdBufCountCts=0
export IMPL_hold_viol_final=0
export IMPL_finalMaxSlewViolations=0
export IMPL_worstSetupPathType="flip-flop to flip-flop"
export IMPL_holdWs_ns=0.417
export IMPL_cp_cell_sequence="mux4_2 -> nand2b_1 -> and2_1 -> nor2_1 -> ha_1 -> and2_1 -> o21a_1 -> or2_2 -> a221oi_1 -> nor3_1 -> a221o_1"
export IMPL_grt_pass1_wl_um=25100
export IMPL_warning_count=32
export IMPL_status="completed"
export IMPL_power_density_mw_per_mm2=170
export IMPL_ys_flops=128
export IMPL_worst_path_most_repeated_cell="and2_1"
export IMPL_grt_overflow_total=0
export IMPL_area_growth_pct=21.4
export IMPL_cts_made_buffers=17
export IMPL_avgViaCountPerCell=5.40
export IMPL_row_count=46
export IMPL_finalWorstPathRequiredPeriod_ns=3.62
export IMPL_final_cell_mix="nand2_1, dfxtp_1, a21oi_1"
export IMPL_critical_path_startpoint="b_square_calc.ctr[0]$_SDFFE_PP0P_"
export IMPL_place_congestion=0.944
export IMPL_reg2reg_to="b_square_calc.part_res[11]$_SDFFE_PP0P_"
export IMPL_synth_top_flop_cell="dfxtp_1"
export IMPL_grt_usage_pct=19.8
export IMPL_yosysWarnings=2
export IMPL_lay_top_count="nand2_1"
export IMPL_tns_ns=0
export IMPL_fp_dieW_um=131
export IMPL_die_h_um=131
export IMPL_die_area_mm2=0.0171
export IMPL_avgSynthCellArea_um2=9.56
export IMPL_async_reset_ff_share_pct=0
export IMPL_rsz0062_at_grt="no"
export IMPL_antenna_left=0
export IMPL_post_cts_resized=0
export IMPL_leakage_nw=3.00
export IMPL_ys_types=65
export IMPL_worstHoldPathType="flip-flop to flip-flop"
export IMPL_end_kind="flip-flop"
export IMPL_drive_gt1_share_pct=7.47
export IMPL_cpPeakStageDelay_ns=0.72
export IMPL_syn_inst=695
export IMPL_reg2reg_depth=11
export IMPL_wl_um=15500
## area by class of cell
cell class,instances,area [um2]
repair buffers,78,751
clock inverters,12,135
multi-input cells,493,3210
fillers,1385,7990
clock buffers,20,457
inverters,32,120
well taps,216,270
flip-flops and latches,128,3120
## logic make-up after synthesis
| kind of cell | Yosys count | synth area share, % |
|---|---|---|
| mux | 12 | 2.24 |
| compound gates | 177 | 17.1 |
| simple gates | 238 | 17.4 |
| xor+xnor | 21 | 2.77 |
| buf+inv | 74 | 4.95 |
| fa+ha+maj | 45 | 8.58 |
| flops | 128 | 47.0 |
## synthesized netlist by cell type (3+ instances only)
cell	instances	area, um2
nand2_1	75	282
dfxtp_1	72	1440
a21oi_1	68	340
nor2_1	60	225
edfxtp_1	56	1680
ha_1	44	551
inv_1	32	120
o21ai_0	32	160
clkbuf_1	25	93.8
nand3_1	15	75.1
nand4_1	15	93.8
a211oi_1	13	97.6
nor3_1	13	65.1
xor2_1	12	105
or3_1	10	62.6
xnor2_1	9	78.8
a22oi_1	8	60.1
and2_1	8	50.1
buf_4	8	60.1
nand2b_1	8	50.1
nor3b_1	8	60.1
mux2i_1	7	70.1
a311oi_1	6	52.6
a31oi_1	6	37.5
o31ai_1	6	45.0
and3_1	5	31.3
nor2b_1	5	31.3
o21a_1	5	37.5
o21bai_1	5	37.5
a21o_1	4	30.0
buf_1	4	15.0
a211o_1	3	26.3
mux2_2	3	33.8
nand3b_1	3	22.5
or4_1	3	22.5
## stage by stage
stage / setup WS, ns / total power [mW] / std cells / utilization (%) / area (um2)
2_1_floorplan: 5.48 / 0.684 / 695 / - / 6650
3_3_place_gp: 5.77 / 0.729 / 947 / 46.5 / 7470
3_5_place_dp: 5.71 / 0.732 / 947 / 46.5 / 7470
4_1_cts: 5.81 / 1.38 / 979 / 50.2 / 8070
5_1_grt: 5.50 / 1.42 / 979 / 50.2 / 8070
6_report: 5.78 / 1.37 / 979 / 50.2 / 8070
## critical path: cells and delay by family (launching register included)
| kind | cells | cell delay [ns] |
|---|---|---|
| AND/OR/NAND/NOR | 6 | 0.99 |
| AND-OR/OR-AND | 3 | 0.85 |
| flip-flops | 1 | 0.72 |
| multiplexers | 1 | 0.60 |
| adder cells (fa/ha/maj) | 1 | 0.35 |
## metal layers
metal  wire length, um  part of all wire (%)  vias to the layer above  global-route usage, %
met1              7310                    47                     2476                   30.9
met3               954                   6.1                       13                   4.64
li1                  -                     -                     2638                      -
met5                 0                     0                        -                      0
met4               180                   1.2                        0                   2.64
met2              7090                    46                      163                   29.9
## worst min-delay path by stage
stage | cells past startpoint | end | startpoint | slack (ns)
global route | 0 | b_square_calc.a[4]$_DFFE_PP_ | a[4]$_DFFE_PP_ | 0.43
CTS | 0 | b_square_calc.b[5]$_DFFE_PP_ | b[5]$_DFFE_PP_ | 0.42
finish | 0 | b_square_calc.a[4]$_DFFE_PP_ | a[4]$_DFFE_PP_ | 0.42
## power breakdown
group	internal [mW]	switching, mW	leakage, nW
sequential	0.596	0.0156	1.09
combinational	0.0491	0.0591	1.62
clock	0.405	0.242	0.286
total	1.05	0.317	3.00
## sequential cells by signal (all words and copies together), names as in the netlist, 8 cells and up
register,count
b,8
b_square_calc.b,8
b_square_calc.a,8
b_square_calc.part_res,16
m,8
a,8
i,8
res,16
out,9
x_b,16
b_square_calc.y_bo,16
Power figures rest on the tool's default switching activity, not on a simulated workload.
